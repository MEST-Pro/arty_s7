## flow/config.mk

```make
export PLATFORM = sky130hd
export DESIGN_NAME = mac
export DESIGN_NICKNAME = mac
export VERILOG_FILES = /design/flow/design.v
export SDC_FILE = /design/flow/constraint.sdc
export NUM_CORES = 4
export LEC_CHECK = 1
export CORE_UTILIZATION = 50
```

## flow/constraint.sdc

```tcl
current_design mac

set clk_period 7.4
set clk_io_pct 0.2

create_clock -name clk0 -period $clk_period [get_ports {clk}]

set non_clock_inputs [all_inputs -no_clocks]
set_input_delay [expr $clk_period * $clk_io_pct] -clock clk0 $non_clock_inputs
set_output_delay [expr $clk_period * $clk_io_pct] -clock clk0 [all_outputs]
```

## flow/design.v

```verilog
`timescale 1ns / 1ns
module mac #(
    parameter DATA_WIDTH = 8
)(  
    input  wire                  clk,
    input  wire                  a_reset_n,  
    input  wire [DATA_WIDTH-1:0] data_in,
    input  wire [3:0]            opcode,
    input  wire                  acc_overflow,
    output reg  [DATA_WIDTH-1:0] data_out
);
localparam [3:0] ALU_RESET  = 4'h0;
localparam [3:0] ALU_ADD    = 4'h1;
localparam [3:0] ALU_SUB    = 4'h2;
localparam [3:0] ALU_AND    = 4'h3;
localparam [3:0] ALU_OR     = 4'h4;
localparam [3:0] ALU_XOR    = 4'h5;
localparam [3:0] ALU_LSHIFT = 4'h6;
localparam [3:0] ALU_RSHIFT = 4'h7;
localparam [3:0] ALU_REGA   = 4'h8;
localparam [3:0] ALU_OUT    = 4'h9;
localparam [3:0] ALU_NOOP   = 4'hF;
localparam [3:0] MAC_RESET = 4'h0;
localparam [3:0] MAC_MULT  = 4'h1;
localparam [3:0] MAC_ACC   = 4'h2;
localparam [3:0] MAC_REGA  = 4'h4;
localparam [3:0] MAC_REGB  = 4'h5;
localparam [3:0] MAC_MSW   = 4'h6;
localparam [3:0] MAC_LSW   = 4'h7;
localparam [3:0] MAC_NOOP  = 4'hF;
localparam [2:0] BUS_SEL_PC   = 0;
localparam [2:0] BUS_SEL_MEM  = 1;
localparam [2:0] BUS_SEL_ALU  = 2;
localparam [2:0] BUS_SEL_MAC  = 3;
localparam [2:0] BUS_SEL_INST = 4;
localparam [2:0] BUS_SEL_CTRL = 5;
localparam [3:0] OP_NOOP = 0;  
localparam [3:0] OP_LOAD = 1;  
localparam [3:0] OP_STORE = 2;  
localparam [3:0] OP_MOV = 3;  
localparam [3:0] OP_ALU = 4;  
localparam [3:0] OP_MAC = 5;  
localparam [3:0] OP_OUT = 6;  
localparam [3:0] OP_BRANCH = 7;  
localparam [3:0] OP_HLT = 15;  
localparam [3:0] REG_ALUA = 0;  
localparam [3:0] REG_MACA = 1;  
localparam [3:0] REG_MACB = 2;  
localparam [3:0] REG_ALU     = 0;  
localparam [3:0] REG_MAC_MSW = 1;  
localparam [3:0] REG_MAC_LSW = 2;  
localparam [3:0] BRANCH_EQ   = 0;
localparam [3:0] BRANCH_NEQ  = 1;
localparam [3:0] BRANCH_GT   = 2;
localparam [3:0] BRANCH_GTEQ = 3;
localparam [3:0] BRANCH_LT   = 4;
localparam [3:0] BRANCH_LTEQ = 5;
reg [DATA_WIDTH-1:0] registerA;
reg [DATA_WIDTH-1:0] registerB;
reg [2*DATA_WIDTH-1:0] registerC;  
reg [2*DATA_WIDTH:0] accumulator;
always@(posedge clk or negedge a_reset_n) begin
    if (a_reset_n == 1'b0) begin  
        registerA   <= {DATA_WIDTH{1'b0}};
        registerB   <= {DATA_WIDTH{1'b0}};
        registerC   <= {2*DATA_WIDTH{1'b0}};
        accumulator <= {2*DATA_WIDTH{1'b0}};
        data_out    <= {DATA_WIDTH{1'b0}};
    end else begin
        case (opcode)
            MAC_REGA: registerA <= data_in;  
            MAC_REGB: registerB <= data_in;  
            MAC_MULT: registerC <= registerA * registerB;  
            MAC_ACC: accumulator <= accumulator + registerC;  
            MAC_MSW: data_out <= accumulator[2*DATA_WIDTH-1:1*DATA_WIDTH];  
            MAC_LSW: data_out <= accumulator[1*DATA_WIDTH-1:0*DATA_WIDTH];  
            MAC_RESET: accumulator <= {2*DATA_WIDTH{1'b0}};  
            default: accumulator <= accumulator;  
        endcase
    end
end
assign acc_overflow = accumulator[2*DATA_WIDTH];
endmodule
```

## flow/run.sh

```bash
#!/bin/bash
# OpenROAD 26Q1-2900-gdf79404cd8, Yosys 0.63+post, stock flow scripts
make -C /OpenROAD-flow-scripts/flow DESIGN_CONFIG=/design/flow/config.mk WORK_HOME=/design/flow/orfs finish
```

==> results.yml <==
# physical design summary
status:
  run_status: "complete, no violations"
routing:
  viasPerCell: 5.42
  via_count: 3620
  antennaDiodeCount: 0
  first_pass_iters: 4
  wl_mm: 9.78
  ant_nets: 0
  initialDrtViolationCount: 123
  drc: 0
  wl_per_cell_um: 14.6
job:
  warnings: 26
  max_cap_violations: 0
setup_path:
  cp-start-kind: "flip-flop"
  path_cells: "nand2_1 > fa_1 > fa_1 > inv_1 > fa_1 > inv_1 > fa_1 > inv_1 > ha_1 > a21oi_1 > nor2b_1 > a21oi_1 > o21a_1 > o21a_1 > o31ai_1"
  cp_num_buf_inv: 3
  max_stage_delay_ns: 0.54
  crit_path_start: "registerB[7]"
  crit_path_end_kind: "flip-flop"
  crit_family: "adder cells"
  reg2reg_setup_slack_ns: 2.89
  cp.required_ns: 7.62
  r2r-start: "registerB[7]"
  cp_common_cell: "fa_1"
  crit_type: "flip-flop to flip-flop"
  cpMaxStageDelayCell: "fa_1"
  crit_arrival_ns: 4.73
  crit_fanout: 9
sta:
  skew_ns: 0.0164
  finalSetupViolCount: 0
  tns_ns: 0
  fmax_mhz: 222
  maxSlewViolCount: 0
  hold_ws_ns: 0.497
  rsz0062_at_grt: "no"
  hold_viol: 0
  worst_slack_ns: 2.89
  fin_crit_ns: 4.51
  finalCritPeriodShare: 0.610
  worst_pin_slew_ns: 0.795
  relSlewSlack: 0.467
finish:
  final-comb-area_um2: 3340
  seq_area_um2: 1400
  lay_top_cells: "nand2_1 (59), dfrtp_1 (56), inv_1 (55)"
  drive_above_1_share: 0.0636
  areaGrowthSynthToFinish_pct: 8.93
  layout.cells.non_filler: 668
  fillers: 902
  fin_area_um2: 5430
  final_core_util: 0.558
  lay_top_count: "nand2_1"
clocking:
  cts_tree: "yes"
  clock-sinks: 56
  htree_levels: 2
  cts_root_buf: "clkbuf_8"
  clk_pin_slew_ns: 0.12
  cts_buffer_depth: 2
  clkLatencyLatePin_ns: 0.32
  ctsResizeCount: 0
  cts_setup_buffers: 0
  cts_hold_buf: 0
  numCtsBuffers: 5
floorplan:
  row_count: 36
  fp.coreArea_um2: 9730
  die_y_um: 102
  die_w_um: 102
  floorplan.core_util: 0.512
  pin_count: 23
  die-area_um2: 10400
power_and_ir_drop:
  finalPower_mw: 2.35
  p_leak_nw: 2.70
  powerDensity_nw_per_um2: 432
  max-vdd-ir-drop_uv: 232
global_routing:
  antenna_found_initial: 0
  grt-ovfl-total: 0
  grt_pass1_wl_mm: 16.5
  grt_pass1_vias: 3335
  grt_util_all_layers: 0.213
  grt_max_degree: 57
logic_synthesis:
  synth_cells: 513
  ff_type: "dfrtp_1"
  ys_seq_frac: 0.281
  netlist_area_um2: 4990
  numSynthFlops: 56
  ys_area_um2: 4990
  synth.distinct_cells: 54
  postSynthAreaPerCell_um2: 9.72
  yosys_warnings: 2
  yosysCellCount: 513
  async_flop_share: 1.00
  synth-edff-count: 0
placement:
  io_buffers: 21
  place_ws_ns: 2.91
  dpl.hpwl_mm: 7.64
  place_inst: 660
  dpl_cell_area_um2: 5340
  gp_routability_congestion: 0.951
hold_path:
  hold_class: "flip-flop to flip-flop"
  hp-start: "data_out[1]"
[worst paths after layout]
path                            endpoint  depth (start not counted)
setup / recovery           registerC[11]                         15
hold / removal               data_out[1]                          2
setup reg to reg           registerC[11]                         15
hold reg to reg              data_out[1]                          2
max in group asynchronous   registerA[7]                          2
min in group asynchronous    data_out[4]                          2
[flip-flops by register name (all words and copies together) (netlist names)]
register and flops:
accumulator 16, data_out 8, registerA 8, registerB 8, registerC 16
[power breakdown]
group	internal, mW	leakage, nW	switching [mW]
clock network	0.0701	0.0491	0.111
registers	0.413	0.713	0.124
logic	0.743	1.94	0.886
total	1.23	2.70	1.12
[worst reg2reg max path: stages (launching register included)]
cell and delay (ns):
dfrtp_1 0.51, nand2_1 0.12, fa_1 0.51, fa_1 0.54
inv_1 0.06, fa_1 0.52, inv_1 0.05, fa_1 0.52
inv_1 0.04, ha_1 0.32, a21oi_1 0.27, nor2b_1 0.23
a21oi_1 0.11, o21a_1 0.21, o21a_1 0.17, o31ai_1 0.23
[cells by family after synthesis]
family | Yosys count | synth area share
xor+xnor | 15 | 0.0263
simple gates | 157 | 0.166
compound gates | 103 | 0.137
flops | 56 | 0.281
mux | 30 | 0.0650
buf+inv | 64 | 0.0487
fa+ha+maj | 88 | 0.277
[cells in the mapped netlist (2+ instances only)]
master	count	area [um^2]
a21o_1	12	90.1
buf_2	2	10.0
clkbuf_1	6	22.5
a211oi_1	4	30.0
nor3_1	6	30.0
nand2_1	59	221
nand3_1	5	25.0
fa_1	37	741
o21ai_1	4	20.0
nor4b_1	2	17.5
and2_1	52	325
a21oi_1	16	80.1
nor3b_1	4	30.0
o311ai_1	3	26.3
xor2_1	7	61.3
and3_1	2	12.5
nand2b_1	4	25.0
or2_2	2	12.5
mux2_2	19	214
nor2_1	5	18.8
a32o_1	3	30.0
mux2i_1	11	110
o21a_1	6	45.0
dfrtp_1	56	1400
nor2b_1	3	18.8
ha_1	51	638
o21ai_0	29	145
inv_1	55	206
o211ai_1	5	37.5
or3_1	8	50.1
o31ai_1	5	37.5
xnor2_1	8	70.1
[metal layers]
metal,global-route usage,up-vias,part of all wire
li1,-,1810,-
met1,0.375,1761,0.52
met2,0.298,45,0.43
met3,0.0431,4,0.044
met4,0.0110,0,0.0050
met5,0,-,0
[layout make-up]
class | instances | area share
multi-input combinational | 393 | 0.615
sequential | 56 | 0.258
timing repair buffer | 23 | 0.0405
inverter | 55 | 0.0380
tap | 133 | 0.0306
clock buffer | 5 | 0.0127
clock inverter | 3 | 0.00484
No activity file was given, so power comes from the tool's default toggle rates.

<file path="run.sh">
#!/bin/bash
# OpenROAD 26Q1-2900-gdf79404cd8, Yosys 0.63+post, stock flow scripts
make -C /OpenROAD-flow-scripts/flow DESIGN_CONFIG=/design/flow/config.mk WORK_HOME=/design/flow/orfs finish
</file>
<file path="config.mk">
export PLATFORM = sky130hd
export DESIGN_NAME = bus_mux
export DESIGN_NICKNAME = bus_mux
export VERILOG_FILES = /design/flow/design.v
export SDC_FILE = /design/flow/constraint.sdc
export NUM_CORES = 4
export LEC_CHECK = 1
export CORE_UTILIZATION = 40
</file>
<file path="constraint.sdc">
current_design bus_mux

set clk_period 2.0
set clk_io_pct 0.2

create_clock -name clk0 -period $clk_period [get_ports {clk}]

set non_clock_inputs [all_inputs -no_clocks]
set_input_delay [expr $clk_period * $clk_io_pct] -clock clk0 $non_clock_inputs
set_output_delay [expr $clk_period * $clk_io_pct] -clock clk0 [all_outputs]
</file>
<file path="design.v">
`timescale 1ns / 1ns
module bus_mux #(
    parameter NUM_INPUT = 8,
    parameter NUM_OUTPUT = 8,
    parameter SEL_BIT = 3,
    parameter DATA_WIDTH = 8
)(  
    input  wire                             clk,
    input  wire [NUM_INPUT*DATA_WIDTH-1:0]  data_in,
    input  wire [SEL_BIT-1:0]               sel_in,
    output wire [NUM_OUTPUT*DATA_WIDTH-1:0] data_out
);
integer i;
integer j;
reg [SEL_BIT-1:0]    sel_reg;
reg [DATA_WIDTH-1:0] data_in_reg [0:NUM_INPUT-1];
reg [DATA_WIDTH-1:0] data_out_reg [0:NUM_OUTPUT-1];
reg [DATA_WIDTH-1:0] data_sel_reg;
always@(posedge clk) begin
    for (i = 0; i < NUM_INPUT; i = i + 1) begin
        data_in_reg[i] <= data_in[i*DATA_WIDTH+:DATA_WIDTH];
    end
    sel_reg <= sel_in;
    data_sel_reg <= data_in_reg[sel_reg];
    for (j = 0; j < NUM_OUTPUT; j = j + 1) begin
        data_out_reg[j] <= data_sel_reg;    
    end
end
genvar k;  
generate
    for (k = 0; k < NUM_OUTPUT; k = k + 1) begin
        assign data_out[k*DATA_WIDTH+:DATA_WIDTH] = data_out_reg[k];
    end
endgenerate
endmodule
</file>
==> results.json <==
{
  "track_usage_pct": 13.3,
  "cts_resized": 0,
  "grt_max_degree": 20,
  "r2r_cells": 3,
  "stdcell_area_mm2": 0.00384,
  "log.warning_count": 25,
  "hold_violations": 0,
  "placed_area_mm2": 0.00360,
  "detail-route-antenna-nets": 0,
  "period_used_pct": 85.2,
  "path_buffers": 1,
  "dieArea_mm2": 0.00697,
  "setup_viol": 0,
  "min_path_type": "reg -> reg",
  "wl_um": 4610,
  "fin_util_pct": 60.2,
  "cp_slowest_cell": "clkdlybuf4s50_1",
  "drt_iter0_drc": 36,
  "cts_max_level": 3,
  "ir_worst_vdd_v": 0.000487,
  "critPathMaxStageDelay_ns": 0.51,
  "critPathTopFamily": "buffers and inverters",
  "post_synth_num_cell_types": 28,
  "place_hpwl_um": 3390,
  "fin_hold_ws_ns": 0.332,
  "overflow": 0,
  "power_mw": 3.69,
  "layout-drive-gt1-share_pct": 7.31,
  "port_buffers": 131,
  "gp_congestion": 0.744,
  "synthCells": 214,
  "die_w_um": 83.5,
  "ys_seq_share_pct": 62.6,
  "core_mm2": 0.00639,
  "cp_num_cells": 1,
  "initial_core_util_pct": 41.6,
  "dpl.cell_count": 362,
  "num_vias": 1636,
  "dr.pass1.iters": 4,
  "syn_area_per_cell_um2": 12.4,
  "ctsLongestPathBuffers": 2,
  "dieHeight_um": 83.5,
  "slew_violations": 0,
  "area.growth.synth_to_final_pct": 44.7,
  "diodes": 0,
  "power.density_mw_per_mm2": 960,
  "ys_ff": 83,
  "fin_crit_ns": 1.70,
  "syn-cell-area_mm2": 0.00266,
  "path_cells": "clkdlybuf4s50_1",
  "crit_fanout": 8,
  "ys_area_mm2": 0.00266,
  "antenna_found_initial": 0,
  "row_count": 29,
  "slew_headroom_pct": 58.1,
  "holdPathStages": 0,
  "yosysCellCount": 214,
  "tns_ns": 0,
  "finClkSkew_ns": 0.00620,
  "worstPathRequired_ns": 1.60,
  "cp.arrival_ns": 1.30,
  "drc": 0,
  "max_clock_freq_mhz": 587,
  "pre_cts_ws_ns": 0.559,
  "final.setup.worst_slack_ns": 0.296,
  "ios": 132,
  "grt_pass1_vias": 1493,
  "clk_latency_ns": 0.35,
  "status": "completed",
  "ys_warn_count": 3,
  "grt_setup_unrepaired": "no",
  "grt_pass1_wl_um": 7040,
  "cts_sinks": 83,
  "tightest_slew_ns": 0.627,
  "startpoint_type": "register",
  "wl_per_cell_um": 12.2,
  "cts_tree": "yes",
  "numCtsBuffers": 9,
  "clock_tree.root_cell": "clkbuf_8",
  "crit_type": "reg -> out",
  "cts.clk_slew.worst_paths_ns": 0.08,
  "p_leak_nw": 1.56,
  "postCtsSetupRepairBufs": 0,
  "avgViaCountPerCell": 4.33,
  "fin_cells": 378,
  "cts_hold_buf": 0,
  "largest_reg_flops": 64,
  "crit_path_end_kind": "output port",
  "drv_cap": 0
}
## per-layer routing
| metal | GRT usage [%] | wire [um] | vias up |
|---|---|---|---|
| met4 | 2.62 | 86 | 0 |
| met3 | 3.92 | 417 | 9 |
| met1 | 20.5 | 2140 | 706 |
| met2 | 19.5 | 1960 | 92 |
| li1 | - | - | 829 |
| met5 | 0 | 0 | - |
## synth_stat cells
cell type,n,area (um^2)
a211o_1,1,8.76
a211oi_1,6,45.0
a21oi_1,1,5.00
a21oi_2,1,8.76
a221oi_2,1,15.0
a31oi_1,1,6.26
and4_1,1,8.76
buf_2,2,10.0
buf_4,56,420
buf_6,3,33.8
buf_8,1,15.0
clkbuf_1,1,3.75
dfxtp_1,83,1660
mux2_2,1,11.3
mux2i_1,20,200
nand2_1,3,11.3
nand2b_1,2,12.5
nand3_1,1,5.00
nand3b_1,2,15.0
nor2_1,9,33.8
nor2b_1,1,6.26
nor3_1,1,5.00
nor3b_1,1,7.51
o21ai_0,1,5.00
o21ai_1,1,5.00
o22a_1,6,52.6
o22ai_1,6,37.5
or3_1,1,6.26
## final timing paths
kind,startpoint,endpoint,slack (ns)
worst max-delay path,data_out_reg[5][2]$_DFF_P_,data_out[34],0.30
worst min-delay path,data_sel_reg[1]$_DFF_P_,data_out_reg[5][1]$_DFF_P_,0.33
worst max register to register,sel_reg[0]$_DFF_P_,data_sel_reg[1]$_DFF_P_,0.50
worst min register to register,data_sel_reg[1]$_DFF_P_,data_out_reg[5][1]$_DFF_P_,0.33
## logic make-up after synthesis
kind of cell,synth area share [%]
flip-flops,62.6
multiplexers,7.96
AND-OR/OR-AND,7.11
buffers and inverters,18.2
AND/OR/NAND/NOR,4.19
## area by class of cell
type,instances,area (um^2)
clock buffers,9,124
clock inverters,7,116
fillers,499,2540
multi-input cells,68,512
flip-flops and latches,83,1660
well taps,77,96.3
repair buffers,134,1330
## power by group
part | switching (mW) | total [mW] | internal [mW]
Clock | 0.558 | 1.38 | 0.826
Sequential | 0.0657 | 1.83 | 1.76
Combinational | 0.0758 | 0.475 | 0.399
## cell usage in the layout, fill, tap and decap left out, drive strengths merged
cell type,count
mux2i,20
nor2b,1
nor2,9
buf,3
mux2,1
a31oi,1
nor3b,1
a221oi,1
o21ai,2
or3,1
nand3b,2
nand2,3
a21oi,2
and4,1
dfxtp,83
nor3,1
a211o,1
nand3,1
o22ai,6
a211oi,6
o22a,6
clkbuf,9
bufinv,3
clkdlybuf4s50,131
clkinv,3
nand2b,2
clkinvlp,1
Power is estimated from default activity; no workload was simulated.

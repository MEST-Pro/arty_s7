--- design/flow/design.v ---
module block_ram #(
    parameter ADDR_WIDTH = 4,
    parameter RAM_WIDTH = 8,
    parameter RAM_DEPTH = 16
)(  
    input  wire                  clk,
    input  wire                  wen,
    input  wire [ADDR_WIDTH-1:0] addr,
    input  wire [RAM_WIDTH-1:0]  wdata,
    output reg  [RAM_WIDTH-1:0]  rdata
);
reg [RAM_WIDTH-1:0] mem[0:RAM_DEPTH-1];
always@(posedge clk) begin
    if (wen) begin
        mem[addr] <= wdata;  
    end
    rdata <= mem[addr];  
end
endmodule
--- design/flow/config.mk ---
export PLATFORM = sky130hd
export DESIGN_NAME = block_ram
export DESIGN_NICKNAME = block_ram
export VERILOG_FILES = /design/flow/design.v
export SDC_FILE = /design/flow/constraint.sdc
export NUM_CORES = 4
export LEC_CHECK = 1
export CORE_UTILIZATION = 40
--- design/flow/constraint.sdc ---
current_design block_ram

set clk_period 2.3
set clk_io_pct 0.2

create_clock -name clk0 -period $clk_period [get_ports {clk}]

set non_clock_inputs [all_inputs -no_clocks]
set_input_delay [expr $clk_period * $clk_io_pct] -clock clk0 $non_clock_inputs
set_output_delay [expr $clk_period * $clk_io_pct] -clock clk0 [all_outputs]
--- design/flow/run.sh ---
#!/bin/bash
# OpenROAD 26Q1-2900-gdf79404cd8, Yosys 0.63+post, stock flow scripts
make -C /OpenROAD-flow-scripts/flow DESIGN_CONFIG=/design/flow/config.mk WORK_HOME=/design/flow/orfs finish
==> job_summary.md <==
### Flow metrics

| Metric | Value |
|---|---|
| Final hold vios | `0` |
| Hold_sp | `addr[1]` |
| Top Layer Used | `met4` |
| DP Worst Slack | `0.135 ns` |
| Largest net degree at the start of global routing | `23` |
| Hold path cells | `3` |
| CTS tree | `done` |
| Cell type with the largest total area | `edfxtp_1` |
| Share of the synthesized area in the top cell type | `0.759` |
| Met1 wire length | `3.71 mm` |
| H-tree levels | `4` |
| Area of the core | `0.0122 mm^2` |
| Worst setup SP type | `input port` |
| Fp_density | `0.417` |
| Depth of the worst register-to-register path | `3` |
| Static leakage | `2.03 nW` |
| Critical path arrival | `1.86 ns` |
| Hold-fix buffers, CTS | `0` |
| CTS clk-pin slew, worst paths | `0.06 ns` |
| Clock root buffer | `clkbuf_16` |
| Top post-synthesis cells by count | `edfxtp_1, mux4_2, a22oi_1` |
| ANT nets after route | `0` |
| Number of cells in Yosys stat | `230` |
| Wire per inst | `18.9 um` |
| Rows | `40` |
| Hold Crit Endpoint | `mem[15][7]` |
| Post-route setup slack | `0.543 ns` |
| WL final | `8.76 mm` |
| Maximum VDD drop | `0.437 mV` |
| Worst clock skew | `0.00825 ns` |
| Post-Route Setup TNS | `0 ns` |
| Top_reg_cell synth | `edfxtp_1` |
| Cells after synthesis | `230` |
| Max cap viols | `0` |
| Die height | `115 um` |
| Mean Syn Cell Area | `22.0 um^2` |
| Area reported by Yosys stat | `0.00507 mm^2` |
| Total I/O pin count | `22` |
| Slew Viols, Final | `0` |
| Clk sink count | `136` |
| Top-count cell post-synth | `edfxtp_1` |
| Clk buf depth | `2` |
| Chip area | `0.0131 mm^2` |
| Clock Latency Late Sink | `0.40 ns` |
| EDFF count, synth | `128` |
| DRT Pass-1 Iters | `4` |
| Synth Cell Area | `0.00507 mm^2` |
| Layout Utilization | `0.511` |
| Total Routing Usage GR | `0.162` |
| First-pass GRT wire length | `14.5 mm` |
| Layout Area Growth over Synthesis | `22.7%` |
| DR vias | `2323` |
| Fillcell total | `960` |
| Worst Path Required | `2.40 ns` |
| Via density | `5.02` |
| Stage-log warning count | `25` |
| Register bit total from synthesis | `136` |
| Unrepaired setup endpoints after global routing | `no` |
| # setup viols final | `0` |
| Global route overflow | `0` |
| Slew headroom | `0.567` |
| Met3 Wirelength | `659 um` |
| Worst-path maximum fanout | `8` |
| Cts repair resizes | `0` |
| Peak Freq | `0.569 GHz` |
| Initial DRC Count | `178` |
| Hold/Removal Path Class | `in -> reg` |
| Drt drc | `0` |
| Gpl congestion | `0.749` |
| Number of CTS-inserted buffers | `17` |
| Unique cell types | `18` |
| FF-to-FF setup slack | `0.99 ns` |
| Crit Reg-Reg Startpoint | `mem[3][4]` |
| Crit. End Element | `flop` |
| Yosys warning tally | `1` |
| Period utilization | `0.764` |
| Tmin final | `1.76 ns` |
| Post-DP HPWL | `5.70 mm` |
| Die Wd | `115 um` |
| Post-CTS Setup Inserts | `0` |
| Top area cell types | `edfxtp_1, mux4_2, dfxtp_1` |
| Register share after synthesis | `0.790` |
| Critical path class | `in -> reg` |
| Vias in the first global route | `2661` |
| Power per cell area | `926 mW/mm^2` |
| Port Buffers | `21` |
| Share of post-route cells with drive strength above 1 | `0.298` |
| R2r endpoint | `rdata[4]` |
| Least-Margin Pin Slew | `0.647 ns` |
| Routed wl met2 | `4.33 mm` |
| # diodes | `0` |
| Outcome | `completed` |
| Antenna violations before repair | `0` |
| FFs w/ async S/R, synth | `0` |
==> cells in the final DEF, fill, tap and decap left out, types with 3 or more instances in the layout <==
| cell | instances |
|---|---|
| buf_4 | 21 |
| clkbuf_16 | 17 |
| clkdlybuf4s50_1 | 19 |
| nor2_1 | 13 |
| edfxtp_1 | 128 |
| nand2_1 | 9 |
| nor3_1 | 4 |
| mux4_2 | 32 |
| clkinv_4 | 5 |
| dfxtp_1 | 8 |
| a22oi_1 | 16 |
| bufinv_16 | 3 |
==> how the worst max path moves through the flow <==
stage     depth (start not counted)  start  slack [ns]        end
4_1_cts                           4    wen        0.57  mem[0][5]
5_1_grt                           4    wen        0.52  mem[0][0]
6_report                          4    wen        0.54  mem[0][2]
==> metal layers <==
layer / vias to the layer above / track usage
met1: 1172 / 0.251
met5: - / 0
met3: 5 / 0.0707
met2: 80 / 0.246
li1: 1066 / -
met4: 0 / 0.0190
==> sequential cells by signal, indices dropped and copies added, names as in the netlist <==
register,count
rdata,8
mem,128
==> area by class of cell <==
class / count / area, um^2 / area share
clock buffers: 19 / 433 / 0.0696
multi-input cells: 83 / 1000 / 0.161
well taps: 168 / 210 / 0.0338
repair buffers: 44 / 398 / 0.0640
flip-flops and latches: 136 / 4000 / 0.644
clock inverters: 13 / 171 / 0.0276
==> report_power, final <==
group | internal (mW) | total [mW] | leakage (nW) | switching (mW)
Clock | 1.72 | 2.70 | 0.288 | 0.981
Combinational | 0.140 | 0.275 | 0.520 | 0.134
Sequential | 2.77 | 2.79 | 1.22 | 0.0155
==> through the flow <==
stage | total power [mW] | hold WS, ns | instances | cell area, um^2
2_1_floorplan | 2.97 | 0.559 | 230 | 5070
3_3_place_gp | 3.11 | 0.652 | 431 | 5620
3_5_place_dp | 3.12 | 0.659 | 431 | 5620
4_1_cts | 5.82 | 0.617 | 463 | 6220
5_1_grt | 5.96 | 0.658 | 463 | 6220
6_report | 5.76 | 0.650 | 463 | 6220
==> kinds of logic after synthesis <==
| family | count (synthesis) | synth area share |
|---|---|---|
| flops | 136 | 0.790 |
| compound gates | 16 | 0.0237 |
| simple gates | 35 | 0.0321 |
| mux | 32 | 0.142 |
| buf+inv | 11 | 0.0119 |
==> worst max-delay path, stage by stage <==
cell and delay, ns:
clkdlybuf4s50_1 0.51, or3b_2 0.52, nor3_1 0.16, buf_4 0.21
Power and IR drop assume default switching activity.
